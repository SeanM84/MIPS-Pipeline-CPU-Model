`./design.v`:
```
`timescale 1ns / 1ps
module dmem(input clk,we,
				input		[31:0] a, wd,
				output	[31:0] rd
				);
	reg [31:0]	RAM[63:0];
	assign rd = RAM[a[31:2]];  
	always @(posedge clk)
	if (we)
		RAM[a[31:2]] <= wd;
endmodule
module imem(
    input [5:0] a,
    output [31:0] rd
    );
	reg [31:0] RAM[63:0];
	initial begin
	$readmemh("imem.dat", RAM);	 
	end
	assign rd = RAM[a];   
endmodule
```
`./run.sh`:
```
#!/bin/bash
# OpenROAD 26Q1-2900-gdf79404cd8, Yosys 0.63+post, stock flow scripts
make -C /OpenROAD-flow-scripts/flow DESIGN_CONFIG=/design/flow/config.mk WORK_HOME=/design/flow/orfs finish
```
`./config.mk`:
```
export PLATFORM = sky130hd
export DESIGN_NAME = dmem
export DESIGN_NICKNAME = dmem
export VERILOG_FILES = /design/flow/design.v
export SDC_FILE = /design/flow/constraint.sdc
export NUM_CORES = 4
export LEC_CHECK = 1
export CORE_UTILIZATION = 40
export SYNTH_HDL_FRONTEND = slang
```
`./constraint.sdc`:
```
current_design dmem

set clk_period 40.2
set clk_io_pct 0.2

create_clock -name clk0 -period $clk_period [get_ports {clk}]

set non_clock_inputs [all_inputs -no_clocks]
set_input_delay [expr $clk_period * $clk_io_pct] -clock clk0 $non_clock_inputs
set_output_delay [expr $clk_period * $clk_io_pct] -clock clk0 [all_outputs]
```
==> results.txt <==
Implementation results. In this run the cell area of the synthesized design comes to 78300 um2. Setup repair after global routing left no endpoint under its margin. The final weighted congestion recorded by global placement is 0.866. In this run the worst hold path is classified as in2reg. Clock sink total landed at around 2000.

Number of hold-slack violations in the final timing report landed at 0. Via count of the first global-routing pass landed at between 40000 and 50000. Combinational gate area landed at approximately 16000 um2. Chip footprint landed at between 150000 and 200000 um2.

The H-tree was split into 4 levels. Initial DRC count landed at ~3000. The routed design could run at a clock period as short as 21.50 ns. The signal on the critical path passes through buf_8, buf_4, buf_4, buf_4, buf_4, mux2_2, a21oi_1, o221ai_1, a221o_1, or3_1, clkdlybuf4s50_1. Cell leakage power landed at approximately 28 nW. Per the detail_route report, vias per standard cell equal a little under 6. In this run the mean area of a mapped cell was 18.6 um2. Number of primary I/O pins landed at approximately 100. Measured along the y axis, the die boundary spans between 400 and 500 um. Recorded from the global router log, the overflow total was 0. Buffers inserted to repair hold after CTS numbered 0. At the end of the flow the core is filled with cells to a little under half. Derived from the worst setup path, the maximum achievable clock frequency is approximately 47 MHz.

Met3 layer wire length in the routed design landed at ~32000 um. The Yosys step of the flow raised 0 warnings. The timing report lists the critical path depth as 11 cells. Among cell families on the critical path, the largest total delay comes from buffers and inverters. The number of antenna violations at the first check in global routing was 3. Number of flip-flops in the largest register landed at ~2000.

Worst IR drop on VDD landed at 0.0444 mV. Final routed DRC violation total landed at 0. In the synthesized netlist, the number of instances is roughly 4200. The number of cells on the worst hold path is listed as 2. Area used by sequential logic in the layout landed at approximately 61000 um2. In the log, the iteration count for the first detailed-route pass is 6. Detailed routing inserted a total of about 41000 vias. HPWL after detailed placement landed at roughly 110000 um. Die width landed at 444 um. Entering global routing, the biggest net connects around 95 pins. Fraction of registers with async set/reset landed at 0%. The post-route netlist has a little under a fifth of its cells at a drive strength greater than 1. Number of I/O port buffers landed at just over 70. Once the clock tree was built, the resizer swapped 0 gates to a different size.

The script logs the mean routed wire length per placed instance as approximately 29 um. The report lists the number of standard-cell rows as 162. Per the timing report, the biggest fanout along the worst path comes to 66. STA classifies the critical path startpoint as an input pin.

In this run, CTS created clock tree buffers numbering ~200. Post-CTS clock slew at the launch and capture registers of the worst setup and hold paths landed at 0.06 ns. The netlist uses around 55 different library cells. Number of enable-type register cells in the synthesized netlist landed at 2048. In the Yosys report the total cell count is roughly 4200.

Wire length on met1 landed at just over 70000 um. The pin closest to its max-slew limit shows a slew of between 0.9 and 1 ns. In this run the tools logged warnings totalling 52.

Overall routing resource usage recorded by global route was 22.9%. The region available for standard cell placement spans 195000 um2. The setup path with the least slack is of type in2out. The run finished with clean final reports.

In this run the top signal layer used is met5. In this run the layout overhead on the synthesized area is reported as 13.7%. Relative slew slack landed at between 30% and 40%.

Delay of the slowest cell on the worst path landed at approximately 0.65 ns. Endpoints with negative setup slack in the final report add up to 0. After routing, the total negative slack on setup checks comes to 0 ns. The first global-routing pass estimated approximately 300000 um of wire. Total cell area reported by yosys after synthesis landed at about 78000 um2. Aggregate routed wire length landed at 206000 um. Data on the critical path arrives at its endpoint at ~13 ns. In this run the clock root is driven by a clkbuf_16. TritonCTS built the clock tree. Worst path buffer plus inverter count landed at 6.

The initial utilization of the core area, before any placement, comes to about two fifths. Post-synth the commonest register cell is edfxtp_1. Per the final report, max-transition violations number 0.

Wire segments on met2 add up to a little under 100000 um in the final route. After clock tree synthesis, the setup repair step added 0 buffers. The timing report shows the most common cell along the critical path to be buf_4. STA classifies the critical path endpoint as a primary output. After layout, the worst path uses around 53% of the clock period.

The largest individual stage delay along the critical path comes from the cell buf_4. Flip-flop and latch count after synthesis landed at slightly above 2000. Maximum buffer depth of the clock tree landed at 3. Antenna violation net count after detailed routing landed at 0. In this run the maximum-capacitance check reported violations numbering 0. Power per cell area landed at approximately 49 nW/um2. The critical path endpoint has a required time of around 32 ns. After filler insertion, the fill cell instance count of the layout stands at ~16000.

Part of the Yosys area used for sequential elements landed at between 70 and 80%.
[metal layers]
| layer | vias up | global-route usage [%] |
|---|---|---|
| li1 | 17902 | - |
| met5 | - | 0.488 |
| met2 | 2391 | 33.6 |
| met4 | 4 | 6.53 |
| met1 | 20766 | 28.7 |
| met3 | 352 | 15.4 |
[metrics by stage]
stage	worst slack [ns]	instances	hold WS (ns)	cell area [um2]	power, W
floorplan	22.01	4207	8.14	78300	0.00253
global placement	18.72	6715	8.71	82800	0.00264
detailed placement	18.70	6715	8.72	82800	0.00265
CTS	18.70	7084	7.81	89000	0.00442
global route	18.50	7084	7.87	89000	0.00452
finish	18.70	7085	7.86	89000	0.00439
[layout make-up]
type / instances / share of cell area (%)
flip-flops and latches: 2048 / 69.1
multi-input cells: 1859 / 18.1
clock buffers: 262 / 5.95
well taps: 2542 / 3.57
repair buffers: 264 / 2.29
clock inverters: 107 / 1.04
inverters: 2 / 0.0169
diodes: 1 / 0.00281
[power by group]
| part | leakage, nW | switching (W) | internal (W) |
|---|---|---|---|
| clock network | 3.02 | 0.000783 | 0.00101 |
| registers | 18.4 | 0.00000288 | 0.00236 |
| logic | 6.81 | 0.000156 | 0.0000753 |
[kinds of logic after synthesis]
logic type      share of synthesized area, %
flops                                   78.6
compound gates                          8.73
mux                                     8.19
simple gates                            2.83
buf+inv                                 1.70
[synthesized netlist by cell type (28+ instances only)]
cell,instances,area share [%]
o22a_1,70,0.78
o22ai_1,93,0.74
edfxtp_1,2048,79
buf_2,83,0.53
nand2_1,28,0.13
a21oi_1,121,0.77
a221oi_1,175,2.0
a22o_1,66,0.74
a22oi_1,188,1.8
and3_1,85,0.68
a31oi_1,43,0.34
mux2_2,147,2.1
buf_1,33,0.16
o21ai_0,84,0.54
mux4_2,96,2.8
clkbuf_1,168,0.81
nand3_1,54,0.35
nor2_1,145,0.70
mux2i_1,259,3.3
[layout by cell type, fill, tap and decap left out, types with 53 or more instances in the layout]
master	netlist	layout
a22o_1	66	66
and3_1	85	85
mux2i_1	259	259
clkbuf_16	0	203
nor2_4	0	67
nand3_1	54	53
clkbuf_1	168	59
a21oi_1	121	121
o22a_1	70	70
mux4_2	96	96
o22ai_1	93	93
a22oi_1	188	188
mux2_2	147	147
edfxtp_1	2048	2048
o21ai_0	84	84
nor2_1	145	77
buf_4	8	191
a221oi_1	175	175
[final timing paths]
path,to,slack [ns],from
setup / recovery,rd[30],18.70,a[4]
hold / removal,RAM[49][8],7.86,wd[8]
Power is estimated from default activity; no workload was simulated.
